<file path="./constraint.sdc">
current_design ReLu

set clk_period 1.0
set clk_io_pct 0.2

create_clock -name clk0 -period $clk_period [get_ports {clk}]

set non_clock_inputs [all_inputs -no_clocks]
set_input_delay [expr $clk_period * $clk_io_pct] -clock clk0 $non_clock_inputs
set_output_delay [expr $clk_period * $clk_io_pct] -clock clk0 [all_outputs]
</file>
<file path="./design.v">
`timescale 1ns / 1ps
module ReLu #(parameter BITS=32, COUNTER_END=3, B_BITS=32)
(
  input clk,
  input reg signed [BITS+24:0] mult_sum_in,
  input reg [31:0] counter,
  input activation_function,
  output reg signed [BITS + 8:0] neuron_out
);
  wire signed [BITS+24:0] with_bias;
  wire signed [BITS + 8:0] after_relu;
  assign with_bias = mult_sum_in;
  assign after_relu = (with_bias < 0) ? 0 : with_bias[BITS + 8:0];
  always @(posedge clk) begin
    neuron_out <= after_relu;
  end
endmodule
</file>
<file path="./run.sh">
#!/bin/bash
# OpenROAD 26Q1-2900-gdf79404cd8, Yosys 0.63+post, stock flow scripts
make -C /OpenROAD-flow-scripts/flow DESIGN_CONFIG=/design/flow/config.mk WORK_HOME=/design/flow/orfs finish
</file>
<file path="./config.mk">
export PLATFORM = sky130hd
export DESIGN_NAME = ReLu
export DESIGN_NICKNAME = ReLu
export VERILOG_FILES = /design/flow/design.v
export SDC_FILE = /design/flow/constraint.sdc
export NUM_CORES = 4
export LEC_CHECK = 1
export CORE_AREA = 10 10 114 114
export DIE_AREA = 0 0 124 124
</file>
==> GITHUB_STEP_SUMMARY <==
### Metrics collected by this job

| Metric | Value |
|---|---|
| Status | `complete, no violations` |
| Gate count after technology mapping | `roughly 86` |
| Register area share after synthesis | `0.7480` |
| Clock buffers created by TritonCTS | `5` |
| Source of the critical timing path | `neuron_out[30]` |
| Non-filler instance count after layout | `just over 300` |
| Number of synthesis warnings | `1` |
| Post-synthesis cell count from yosys | `~86` |
| Buffer count from post-CTS setup fixing | `0` |
| Die Ht | `around 120 um` |
| Deepest level of the CTS H-tree | `2` |
| Final antenna diode count | `0` |
| Biggest area contributors in the synthesized netlist | `dfxtp_1 (75%), nor2b_1 (23%), buf_2 (1.8%)` |
| RD Place Congestion | `between 0.7 and 0.8` |
| Worst hold-check path type | `primary input to flip-flop` |
| Overall global routing resource usage | `0.04665` |
| Post-cts sizing count | `110` |
| Per-cell via count in the routed design | `about 2.8` |
| Top achievable clock speed | `~1000 MHz` |
| Synthesized chip area reported by yosys | `1097 um2` |
| Number of global-route vias before repair | `932` |
| Placed Instances | `between 300 and 400` |
| Die footprint | `around 15000 um2` |
| Clock tree from TritonCTS | `done` |
| Mapped Avg Cell Area | `between 10 and 15 um2` |
| MaxCap Viol Count | `0` |
| Type of the worst setup path | `flip-flop to output pin` |
| Static Leakage | `0.0008385 uW` |
| Drt initial violations | `11` |
| Largest reg by FF count | `neuron_out` |
| Top cells by count | `dfxtp_1 (41), nor2b_1 (41), buf_2 (4)` |
| Initial antenna violation count | `1` |
| Min Tclk post-route | `between 0.9 and 1 ns` |
| Worst Path Required | `about 0.8 ns` |
| Routed wire length per instance | `12.23 um` |
| Worst max-slew margin expressed relative to the limit | `0.9055` |
| Ratio of cells with drive above 1 in the final layout | `0.3371` |
| WP data arrival | `roughly 0.75 ns` |
| Power after layout | `between 3000 and 4000 uW` |
| Synth flops | `about 41` |
| Site Rows | `37` |
| Setup-failing EPs final | `0` |
| DR pass1 iterations | `3` |
| Final Routed Wirelength | `3803 um` |
| Post-Route Setup TNS | `0 ns` |
| Largest type area fraction | `0.7480` |
| Area of the core | `roughly 10000 um2` |
| Crit end category | `output pin` |
| Boundary Pins | `between 100 and 150` |
| Horizontal die size | `124 um` |
| Crit-path slowest cell | `dfxtp_1` |
| Number of sinks handled by clock tree synthesis | `41` |
| Post-Synthesis Cell Area | `1097 um2` |
| CP top delay family | `flip-flops` |
| Max rail drop VDD | `around 480 uV` |
| Number of library cell types mapped by synthesis | `3` |
| Aggregate global routing overflow | `0` |
| Most common reg cell | `dfxtp_1` |
| Clock slew seen by the registers of the worst setup and hold paths | `about 0.070 ns` |
| Max FFs per register | `roughly 40` |
| Peak per-stage delay on the critical path | `approximately 0.31 ns` |
| Largest registers | `neuron_out: 41 flops` |
| DR DRC count | `0` |
| Number of buffers between clock root and the deepest sink | `2` |
| Fraction of the core area occupied by cells at floorplan | `0.1053` |
| Library cell occupying the most area in the post-synthesis netlist | `dfxtp_1` |
| Buf+Inv Stages, Crit Path | `1` |
| Count of warning messages emitted by the tools | `between 70 and 80` |
| Cell chain of the critical path | `clkdlybuf4s15_1` |
| Launch instance of the worst min-delay path | `mult_sum_in[56]` |
| First-pass GRT wire length | `between 5000 and 6000 um` |
| Maximum number of pins on one net before global-route repair | `29` |
| Unrepaired setup endpoints after global routing | `no` |
| Final hold violation count | `0` |
| Post-DRT Antenna Nets | `0` |
| Hold buffer count at CTS | `0` |
| CP startpoint kind | `flip-flop` |
| Number of vias after detailed routing | `875` |
| Max FO, Critical Path | `1` |
| Power density over the cells | `1563 nW/um2` |
| Measured slew at the worst slew-check pin | `around 0.14 ns` |
| Quantity of I/O buffers inserted on ports | `83` |
| Number of synthesized flops with an enable pin | `0` |
| Part of the cycle the worst path needs | `0.9543` |
| Final Max-Slew Violation Tally | `0` |
| Cell at the root of the clock tree | `clkbuf_8` |
| Synth async-reset ratio | `0` |
| Area growth syn-to-layout | `81.76%` |
[power by group]
part / total (uW) / switching, uW / internal (uW)
clock: 1050 / 549 / 497
sequential: 1740 / 19.1 / 1720
combinational: 329 / 84.5 / 245
total: 3120 / 652 / 2460
[cells in the final DEF, fill, tap and decap left out]
cell type	instances
clkbuf_2	24
buf_12	1
nor2b_1	41
clkbuf_1	3
clkbuf_8	5
buf_2	17
clkdlybuf4s15_1	1
buf_4	1
clkdlybuf4s50_1	41
dfxtp_1	30
dfxtp_2	11
[final cells by class]
| cell class | instances | area (um2) |
|---|---|---|
| Fill cell | 1138 | 8422 |
| Timing Repair Buffer | 85 | 653.1 |
| Multi-Input combinational cell | 41 | 256.5 |
| Sequential cell | 41 | 834.6 |
| Tap cell | 136 | 170.2 |
| Clock buffer | 8 | 80.08 |
[worst min-delay path, stage by stage]
cell     delay [ns]
buf_2          0.11
buf_12         0.17
nor2b_1        0.06
[layer usage]
metal,share of wire,global-route usage,wire [um],vias to the layer above
met3,0.15,0.03122,565,8
met5,0.0042,0,16,-
met4,0.0095,0.005755,36,2
met2,0.46,0.07417,1746,52
li1,-,-,-,430
met1,0.38,0.05278,1438,383
[per-stage QoR]
step                      cell area (um2)    util  setup WS [ns]  hold WS, ns
after floorplan                      1097       -         0.4784       0.2716
after global placement               2101  0.2017       0.007866       0.6109
after detailed placement             2101  0.2017       0.003593       0.6158
after CTS                            2103  0.2019    0.000004774       0.2922
after global routing                 1994  0.1915       0.005073       0.2939
final                                1994  0.1915        0.04571       0.2941
[path summary, 6_finish.rpt]
path	endpoint	slack [ns]	cells after the start
worst min-delay path	neuron_out[23]	0.29	3
worst max-delay path	neuron_out[30]	0.05	1
[logic make-up (layout without fill, tap and decap cells)]
logic type,Yosys count,in the layout,synth area share
flip-flops,41,41,0.7480
AND/OR/NAND/NOR,41,41,0.2338
buffers and inverters,4,93,0.01824
Power figures rest on the tool's default switching activity, not on a simulated workload.
