File: flow/config.mk
export PLATFORM = sky130hd
export DESIGN_NAME = relu_pipe
export DESIGN_NICKNAME = relu_pipe
export VERILOG_FILES = /design/flow/design.v
export SDC_FILE = /design/flow/constraint.sdc
export NUM_CORES = 4
export LEC_CHECK = 1
export CORE_AREA = 10 10 74 74
export DIE_AREA = 0 0 84 84
File: flow/constraint.sdc
current_design relu_pipe

set clk_period 1.0
set clk_io_pct 0.2

create_clock -name clk0 -period $clk_period [get_ports {clk}]

set non_clock_inputs [all_inputs -no_clocks]
set_input_delay [expr $clk_period * $clk_io_pct] -clock clk0 $non_clock_inputs
set_output_delay [expr $clk_period * $clk_io_pct] -clock clk0 [all_outputs]
File: flow/run.sh
#!/bin/bash
# OpenROAD 26Q1-2900-gdf79404cd8, Yosys 0.63+post, stock flow scripts
make -C /OpenROAD-flow-scripts/flow DESIGN_CONFIG=/design/flow/config.mk WORK_HOME=/design/flow/orfs finish
File: flow/design.v
module relu_pipe #(
    parameter DATA_WIDTH = 16
)(
    input logic clk,
    input logic rst_n,
    input logic valid_in,
    input  logic signed [DATA_WIDTH-1:0] in,
    output logic signed [DATA_WIDTH-1:0] out,
    output logic valid_out
);
logic signed [DATA_WIDTH-1:0] relu_pipeline;
logic output_valid_pipeline;
always_ff @(posedge clk or negedge rst_n) begin
    if(!rst_n) begin
        relu_pipeline <= '0;
        output_valid_pipeline <= 0;
    end else begin
        if (valid_in) begin
            relu_pipeline <= in[DATA_WIDTH-1] ? '0 : in;  
            output_valid_pipeline <= 1'b1;
        end else begin
            output_valid_pipeline <= 1'b0;
        end
    end
end
assign out = relu_pipeline;
assign valid_out = output_valid_pipeline;
endmodule
==> datasheet_impl.txt <==
Table: implementation figures

Parameter                              Value

Run status
  Run status .................. finished clean

Global route
  Met2 global-route usage .................. 8.43%
  First-pass GRT wire length .................. 3.13 mm
  Combined global-route utilization of all metal layers .................. 5.23%
  GRT met1 Usage .................. 6.08%
  Initial antenna violation count .................. 0
  Largest net degree at the start of global routing .................. 20
  Global routing met3 resource utilization .................. 2.36%
  Via count of the first global-routing pass .................. 618
  Total overflow reported by the global router .................. 0
  Busiest metal layer after global routing .................. met2

Cells and area
  Share of post-route cells with drive strength above 1 .................. 27.3%
  Final Instance Area .................. 0.00114 sq mm
  Tally of filler cells in the layout .................. 413
  Layout overhead on the synthesized area .................. 65.8%

Timing
  Clk_skew .................. 0 ps
  Achievable frequency .................. 1060 MHz
  Post-layout minimum cycle time .................. 946 ps
  Post-layout period usage .................. 94.6%
  Final setup violation count .................. 0
  Worst hold slack across all endpoints .................. 303 ps
  Number of max-slew violations in the final report .................. 0
  Unrepaired setup endpoints after global routing .................. false
  Final hold vios .................. 0

Setup path
  Signal arrival time at the worst endpoint .................. 750 ps
  Startpoint of the worst-slack reg-to-reg timing path .................. relu_pipeline[13]
  Crit path largest cell delay .................. 380 ps
  FF-to-FF End .................. relu_pipeline[13]
  Kind of cell with the highest combined delay on the critical path .................. flip-flops
  Crit-path slowest cell .................. sky130_fd_sc_hd__dfrtp_1
  Worst setup slack for register-to-register paths .................. 270 ps
  Crit path max fanout .................. 2
  Crit end category .................. output pin
  CP Cell Sequence .................. buf_2
  Critical path required time .................. 800 ps
  Category of the worst setup path launch point .................. register
  Type of the worst setup path .................. reg -> out
  Logic depth of the worst register-to-register path .................. 3
  Buf+Inv Stages, Crit Path .................. 1

Yosys
  Number of distinct standard cells referenced by the synthesized netlist .................. 9
  Top-count cell post-synth .................. sky130_fd_sc_hd__dfrtp_1
  Yosys cell count .................. 67
  Largest area contributor in the synthesized netlist .................. sky130_fd_sc_hd__dfrtp_1
  Post-synth tally of flip-flops with integrated enable .................. 0
  Post-synthesis async set-or-reset flop share .................. 100%
  Average instance area after synthesis .................. 10.3 sq um
  Mapped cell area .................. 687 sq um
  Seq cells post-synth .................. 16
  Share of the synthesized area in the top cell type .................. 58.3%
  Register area share after synthesis .................. 58.3%
  Synthesis area per yosys .................. 687 sq um
  Commonest register cell after synthesis .................. sky130_fd_sc_hd__dfrtp_1
  Top cells, area .................. sky130_fd_sc_hd__dfrtp_1 (58%), sky130_fd_sc_hd__nand3b_1 (16%), sky130_fd_sc_hd__inv_1 (8.2%)
  Gate count after technology mapping .................. 67
  Leading post-synthesis cells by instance count .................. sky130_fd_sc_hd__dfrtp_1 (16), sky130_fd_sc_hd__inv_1 (15), sky130_fd_sc_hd__nand3b_1 (15)
  Synth warn .................. 1

Placement
  Count of buffers from port buffering .................. 34
  RePlAce Congestion .................. 0.733
  HPWL after DPL .................. 1.48 mm
  Area after DPL .................. 0.00112 sq mm

Die
  Boundary pin count .................. 36
  FP Util .................. 17.3%
  Core area .................. 0.00397 sq mm
  Horizontal die dimension .................. 84 um
  Chip height .................. 84 um
  Die ar. .................. 0.00706 sq mm
  Number of placement rows .................. 23

Power
  Leakage power .................. 0.533 nW
  Maximum vdd drop .................. 0.356 mV
  Power density relative to cell area .................. 1350 mW/mm^2

Clock tree
  TritonCTS Buffers .................. 3
  Clock tree from TritonCTS .................. done
  H-tree lvl count .................. 1
  Hold buffer count at CTS .................. 0
  Clock tree root driver cell .................. sky130_fd_sc_hd__clkbuf_8
  CTS clock-pin slew for the worst setup and hold paths .................. 60 ps
  CTS max path bufs .................. 2
  Latency at later pin .................. 240 ps
  Sink count of the clock tree .................. 16

Flow run
  Max-cap check violation count .................. 0
  OpenROAD warnings .................. 25

Detailed routing
  Total via count in the routed design .................. 598
  Post-detailed-route count of antenna-violating nets .................. 0
  Diodes inserted .................. 0
  Violation count after the first detailed-routing iteration .................. 15
  First-pass DRT Iterations .................. 2
  Detailed-route wire length per cell .................. 11.7 um
  Routed Wire Length .................. 1.87 mm
  Average via count per standard cell .................. 3.74
  DRC violation count after routing .................. 0

Min path
  Worst Hold Class .................. in -> async
worst max-delay path by stage:
| stage | from | to | slack (ps) | cells past startpoint |
|---|---|---|---|---|
| final | relu_pipeline[13] | out[13] | 50 | 1 |
| after global routing | relu_pipeline[13] | out[13] | 10 | 1 |
| after CTS | relu_pipeline[4] | out[4] | 0.6 | 1 |
cell type report:
type,instances,area [sq um],area share (%)
repair buffers,44,373,32.7
inverters,15,56.3,4.95
flip-flops and latches,16,400,35.2
clock buffers,4,55.1,4.84
well taps,50,62.6,5.49
multi-input cells,31,191,16.8
worst register-to-register path: stages, from the launching register on:
cell and delay (ps):
sky130_fd_sc_hd__dfrtp_1 380, sky130_fd_sc_hd__buf_4 130, sky130_fd_sc_hd__inv_1 40, sky130_fd_sc_hd__o21ai_0 60
logic make-up (layout without fill, tap and decap cells):
kind of cell	Yosys count	in the layout	share of synthesized area [%]
AND-OR/OR-AND	15	15	10.9
buffers and inverters	20	63	13.8
flip-flops	16	16	58.3
other	1	1	0.546
AND/OR/NAND/NOR	15	15	16.4
timing repair:
| action | CTS | global route |
|---|---|---|
| gates resized | 46 | 3 |
| buffers inserted | 6 | 0 |
| endpoints found under the setup margin | 16 | 3 |
layout by cell type (no fill, tap or decap), drive strengths merged:
cell / count
buf: 23
clkdlybuf4s50: 18
dfrtp: 16
inv: 15
nand3b: 15
o21ai: 15
clkbuf: 7
conb: 1
routing by layer:
| layer | part of all wire, % | routed length, um |
|---|---|---|
| met1 | 39 | 738 |
| met2 | 50 | 936 |
| met3 | 8.7 | 163 |
| met4 | 1.9 | 35 |
| met5 | 0 | 0 |
registers in the layout, indices dropped and copies added (netlist names):
name                   count
relu_pipeline             15
output_valid_pipeline      1
stage by stage:
| stage | power [mW] | instances | TNS, ps | worst slack [ps] | util, % |
|---|---|---|---|---|---|
| after detailed placement | 1.03 | 150 | -2280 | -182 | 28.2 |
| after global routing | 1.63 | 160 | 0 | 12.1 | 28.7 |
| after global placement | 1.02 | 150 | -2050 | -142 | 28.2 |
| final | 1.53 | 160 | 0 | 53.7 | 28.7 |
| after CTS | 1.57 | 160 | 0 | 0.566 | 29.0 |
| after floorplan | 0.798 | 67 | 0 | 401 | - |
power by group:
part | internal, mW | switching [mW]
logic | 0.173 | 0.0905
clock network | 0.348 | 0.200
registers | 0.698 | 0.0239
Power is estimated from default activity; no workload was simulated.
