===== /design/flow/config.mk =====
export PLATFORM = sky130hd
export DESIGN_NAME = counter
export DESIGN_NICKNAME = counter
export VERILOG_FILES = /design/flow/design.v
export SDC_FILE = /design/flow/constraint.sdc
export NUM_CORES = 4
export LEC_CHECK = 1
export CORE_AREA = 10 10 78 78
export DIE_AREA = 0 0 88 88

===== /design/flow/constraint.sdc =====
current_design counter

set clk_period 1.5
set clk_io_pct 0.2

create_clock -name clk0 -period $clk_period [get_ports {clk}]

set non_clock_inputs [all_inputs -no_clocks]
set_input_delay [expr $clk_period * $clk_io_pct] -clock clk0 $non_clock_inputs
set_output_delay [expr $clk_period * $clk_io_pct] -clock clk0 [all_outputs]

===== /design/flow/design.v =====
`timescale 1ns / 1ps
module counter #(
  parameter END_COUNTER = 3
)
( 
  input clk, 
  input rstn,
  output reg[31:0] counter_out,
  output reg counter_donestatus
  );
  always @ (posedge clk) begin
    if (! rstn) 
    begin
      counter_out <= 0;
      counter_donestatus <= 0;
    end
    else 
    begin
      counter_out <= counter_out + 1;
      counter_donestatus <=0;
      if (counter_out >= END_COUNTER) 
      begin
        counter_out <= END_COUNTER;
        counter_donestatus <=1;
      end
      else 
      begin
        counter_donestatus <=0;
      end
    end
  end
endmodule

===== /design/flow/run.sh =====
#!/bin/bash
# OpenROAD 26Q1-2900-gdf79404cd8, Yosys 0.63+post, stock flow scripts
make -C /OpenROAD-flow-scripts/flow DESIGN_CONFIG=/design/flow/config.mk WORK_HOME=/design/flow/orfs finish

==> changes_impl.md <==
### Implementation results

* Multiplexer share at 0%
* Clock skew at 5.67 ps
* Worst setup path category: reg -> out
* FP Util at 17.4%
* Startpoint types: flip-flop
* Max-slew violation count at 0
* Hold Vio Cnt, Final at 0
* Log Warnings at 25
* CTS Buf Count at 5
* Num ports at 35
* Largest net degree at the start of global routing at 12
* CTS root buf: clkbuf_8
* Chip area line of the yosys report at 768 um^2
* Fmax at 0.706 GHz
* Core Area at 4410 um^2
* Area Overhead vs Synth at 78.2%
* Most numerous cell in the Yosys netlist: dfxtp_1
* Fin cells at 173
* GR Overflow Total at 0
* Vias in the first global route at 573
* Count of library flops with an enable pin at 0
* Post-CTS Hold Buffers at 0
* Antenna viol nets, final at 0
* Setup bufs post-CTS at 0
* Top cell area share at 86.0%
* Synthesis warning total at 1
* Adder share at 1.63%
* Worst R2R Path Depth at 4
* First-pass GRT wire length at 2660 um
* HPWL Detailed at 1340 um
* Post-synth ARST share at 0%
* Unique cell types at 9
* GP Congestion at 0.778
* CTS tree: done
* Critical path buffer and inverter count at 1
* DRC viols at 0
* Clock tree buffer depth at 2
* Avg WL per Cell at 9.34 um
* Top cells by area: dfxtp_1 86%, nor4_1 5.7%, and4_1 2.3%
* Die height at 88 um
* Layout cells sized above 1 at 6.61%
* Critical path arrival at 1120 ps
* Sequential fraction of the synthesis area at 86.0%
* Fraction of the mapped netlist area in simple logic gates at 8.63%
* Synth area leader: dfxtp_1
* CP top delay family: buffers and inverters
* CTS resizes at 0
* Min-Delay Endpoint: counter_out[0]
* # setup viols final at 0
* Clk ins delay skew pair at 280 ps
* Worst hold path depth at 1
* Worst r2r dst: counter_out[0]
* Slowest library cell on the worst path: clkdlybuf4s50_1
* Clock transition at path regs at 70 ps
* #FFs+latches synth at 33
* Placed cell count at 165
* Reg-to-reg startpoint: counter_out[0]
* Cell Chain, Critical Path: clkdlybuf4s50_1
* Port bufs at 34
* Post-synth top cells: 33 x dfxtp_1, 7 x nor4_1, 2 x a31oi_1, 2 x and4_1, 2 x inv_1
* Syn Inst Count at 50
* VDD IR max at 0.416 mV
* Drt pass-1 iters at 2
* Crit path time final at 1420 ps
* FF-to-FF setup slack at 330 ps
* H-tree depth at 2
* Main logic family: simple AND/OR/NAND/NOR gates
* Crit-path max FO at 3
* Synth Area in Compound Gates at 2.28%
* Hold_sp: counter_out[0]
* Row Count at 24
* Pwr dens at 1220 nW/um^2
* XOR/XNOR Fraction of Synth Area at 0%
* Die area at 7740 um^2
* Mapped Avg Cell Area at 15.4 um^2
* Required @ worst endpoint at 1200 ps
* Gr usage total at 4.40%
* Cells in synth_stat.txt at 50
* Diodes inserted at 0
* Setup TNS at 0 ps
* DRT iter0 DRCs at 1
* HP Class: reg -> reg
* Status: completed
* Horiz. Die Dim at 88 um
* # fillers at 430
* Crit. End Element: primary output
* Leak at 0.587 nW
* Synth Cell Area at 768 um^2
* Dominant flop cell: dfxtp_1
* RSZ-0062 raised after global routing: false
* Fin crit share at 94.4%
* Total power at 1.67 mW
* Max cap viols at 0
* Initial antenna violation count at 0
* Vias per inst at 3.06
* CP max stage delay at 480 ps
* Vias at 530
* Clock sink count at 33
* Routed WL at 1620 um
[layout make-up]
| cell class | count | area [um^2] | share of cell area (%) |
|---|---|---|---|
| flip-flops and latches | 33 | 661 | 48.3 |
| repair buffers | 34 | 340 | 24.9 |
| multi-input cells | 44 | 209 | 15.3 |
| clock buffers | 5 | 68.8 | 5.03 |
| well taps | 52 | 65.1 | 4.75 |
| clock inverters | 3 | 17.5 | 1.28 |
| inverters | 2 | 7.51 | 0.548 |
[worst max-delay path by stage]
stage / start / to / slack (ps) / cells past startpoint
after global routing: counter_out[0] / counter_out[0] / 5 / 1
final: counter_out[0] / counter_out[0] / 80 / 1
after CTS: counter_out[0] / counter_out[0] / 50 / 1
[cells in the final DEF (no fill, tap or decap)]
| cell | instances |
|---|---|
| clkinvlp_4 | 1 |
| clkbuf_8 | 5 |
| and4_1 | 2 |
| nor4_1 | 7 |
| clkdlybuf4s50_1 | 34 |
| clkinv_2 | 2 |
| nor3_1 | 1 |
| conb_1 | 30 |
| a21oi_1 | 1 |
| inv_1 | 2 |
| ha_1 | 1 |
| a31oi_1 | 2 |
| dfxtp_1 | 33 |
[registers in the layout, indices dropped and copies added, names as in the netlist]
register / cells
counter_out: 32
counter_donestatus: 1
[cell families (layout without fill, tap and decap cells)]
kind of cell               count (synthesis)  count (layout)
other                                      1              30
AOI/OAI and AO/OA                          3               3
DFF                                       33              33
and+or+nand+nor                           10              10
adders and majority gates                  1               1
buffers and inverters                      2              44
[layer usage]
layer	vias up	global-route usage [%]	routed length, um
li1	285	-	-
met1	217	4.40	589
met2	23	7.28	726
met3	5	3.09	273
met4	0	1.16	25
met5	-	0	0
[through the flow]
step	hold WS [ps]	utilization (%)	setup WS [ps]	instance area, um^2
after detailed placement	491	29.1	288	1280
after global routing	560	31.0	5.49	1370
final	500	31.0	84.5	1370
after floorplan	421	-	473	877
after global placement	457	29.1	240	1280
after CTS	509	31.0	54.2	1370
[power by group]
group          internal, mW  switching [mW]  total [mW]
Sequential            0.925          0.0221       0.947
Clock                 0.319           0.300       0.619
Combinational        0.0799          0.0200       0.100
Power and IR drop assume default switching activity.
